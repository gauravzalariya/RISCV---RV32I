## /design/flow/run.sh

```bash
#!/bin/bash
# OpenROAD 26Q1-2900-gdf79404cd8, Yosys 0.63+post, stock flow scripts
make -C /OpenROAD-flow-scripts/flow DESIGN_CONFIG=/design/flow/config.mk WORK_HOME=/design/flow/orfs finish
```

## /design/flow/config.mk

```make
export PLATFORM = sky130hd
export DESIGN_NAME = Decode_Block
export DESIGN_NICKNAME = Decode_Block
export VERILOG_FILES = /design/flow/design.v
export SDC_FILE = /design/flow/constraint.sdc
export NUM_CORES = 4
export LEC_CHECK = 1
export CORE_UTILIZATION = 50
```

## /design/flow/constraint.sdc

```tcl
current_design Decode_Block

set clk_period 5.3
set clk_io_pct 0.2

create_clock -name clk0 -period $clk_period [get_ports {clk}]

set non_clock_inputs [all_inputs -no_clocks]
set_input_delay [expr $clk_period * $clk_io_pct] -clock clk0 $non_clock_inputs
set_output_delay [expr $clk_period * $clk_io_pct] -clock clk0 [all_outputs]
```

## /design/flow/design.v

```verilog
`timescale 1ns / 1ps
module Controlunit(ins,op_dec,imm,immsel,enloadsize,enbranch,seldmresult,selrw,dm_en,dm_rw
    );
input [31:0] ins;
output [3:0] op_dec;
output [11:0] imm;
output immsel;
output [1:0] enloadsize;
output [1:0] enbranch;
output seldmresult;
output selrw;
output dm_en;
output dm_rw;  
assign op_dec = (({ins[31:25],ins[14:12],ins[6:0]} == 17'b00000000000110011) || ({ins[14:12],ins[6:0]} == 10'b0000010011) || (ins[6:0] == 7'b0000011) || (ins[6:0] == 7'b0100011)) ? 4'b0000 : ((({ins[31:25],ins[14:12],ins[6:0]} == 17'b01000000000110011) || ({ins[14:12],ins[6:0]} == 10'b0110010011) || ({ins[14:12],ins[6:0]} == 10'b0001100011) || ({ins[14:12],ins[6:0]} == 10'b0011100011) ) ? 4'b0001 : ((({ins[14:12],ins[6:0]} == 10'b0010110011) || ({ins[14:12],ins[6:0]} == 10'b0010010011)) ? 4'b0110 : ((({ins[31:25],ins[14:12],ins[6:0]} == 17'b00000001010110011) || ({ins[31:25],ins[14:12],ins[6:0]} == 17'b00000001010010011)) ? 4'b0111 : ((({ins[31:25],ins[14:12],ins[6:0]} == 17'b01000001010110011) || ({ins[31:25],ins[14:12],ins[6:0]} == 17'b01000001010010011)) ? 4'b1000 : ((({ins[14:12],ins[6:0]} == 10'b1100110011) || ({ins[14:12],ins[6:0]} == 10'b1100010011)) ? 4'b0011 : ( (({ins[14:12],ins[6:0]} == 10'b1110110011) || ({ins[14:12],ins[6:0]} == 10'b1110010011)) ? 4'b0100 : ((({ins[14:12],ins[6:0]} == 10'b1000110011) || ({ins[14:12],ins[6:0]} == 10'b1000010011)) ? 4'b0101 : 4'b0010 ) ) ) ) ) ) ) ;
assign imm = ((ins[6:0] == 0000011) || (ins[6:0] == 0010011)) ? ins[31:20] : ((ins[6:0] == 0100011) ? ({ins[31:25],ins[11:7]}) : ((ins[6:0] == 1100011) ? ({ins[31],ins[7],ins[30:25],ins[11:8]}) : 12'b000000000000) );
assign immsel = ((ins[6:0] == 0000011) || (ins[6:0] == 0010011) || (ins[6:0] == 0100011) || (ins[6:0] == 1100011)) ? 1'b1 : 1'b0 ;
assign enloadsize = (ins[6:0] == 0100011) ? ins[13:12] : 2'b11 ;
assign enbranch = (ins[6:0] == 1100011) ? {1'b1,ins[12]} : 2'b00 ;
assign seldmresult = (ins[6:0] == 0000011) ? 1'b1 : 1'b0 ;
assign selrw = (ins[6:0] == 0100011) ? 1'b1 : 1'b0 ;
assign dm_en = ((ins[6:0] == 0000011) || (ins[6:0] == 0100011)) ? 1'b1 : 1'b0 ;
assign dm_rw = (ins[6:0] == 0100011) ? 1'b1 : 1'b0 ;
endmodule
`timescale 1ns / 1ps
module Decode_Block(writedata_wb,rw_wb,reset,clk,ins,op_dec,imm,immsel,enloadsize,enbranch,seldmresult,dm_en,dm_rw,pc_in,pc_out,A,B,rw
    );
input [31:0] writedata_wb;
input [4:0] rw_wb;
input reset,clk;
input [31:0] ins,pc_in;
output reg [31:0] pc_out;
output reg [31:0] A,B;
output reg [3:0] op_dec;
output reg [11:0] imm;
output reg immsel;
output reg [1:0] enloadsize;
output reg [1:0] enbranch;
output reg seldmresult;
output reg dm_en;
output reg dm_rw;  
output reg [4:0] rw;
wire selrw;
wire [4:0] rw_temp;
assign rw_temp = (selrw == 1'b1) ? ins[24:20] : ins[11:7] ;
wire [3:0] op_dec_temp;
wire [11:0] imm_temp;
wire immsel_temp;
wire [1:0] enloadsize_temp;
wire [1:0] enbranch_temp;
wire seldmresult_temp;
wire selrw_temp;
wire dm_en_temp;
wire dm_rw_temp;  
Controlunit inst1(ins,op_dec_temp,imm_temp,immsel_temp,enloadsize_temp,enbranch_temp,seldmresult_temp,selrw,dm_en_temp,dm_rw_temp);
reg [31:0] Reg_Bank[0 : 31];
initial
begin
	  Reg_Bank[0] = 0;
	  Reg_Bank[1] = 1;
	  Reg_Bank[2] = 2;
	  Reg_Bank[3] = 3;
	  Reg_Bank[4] = 4;
	  Reg_Bank[5] = 5;
	  Reg_Bank[6] = 6;
	  Reg_Bank[7] = 7;
	  Reg_Bank[8] = 8;
	  Reg_Bank[9] = 9;
	  Reg_Bank[10] = 10;
	  Reg_Bank[11] = 11;
	  Reg_Bank[12] = 12;
	  Reg_Bank[13] = 13;
	  Reg_Bank[14] = 14;
	  Reg_Bank[15] = 15;
	  Reg_Bank[16] = 16;
	  Reg_Bank[17] = 17;
	  Reg_Bank[18] = 18;
	  Reg_Bank[19] = 19;
	  Reg_Bank[20] = 20;
	  Reg_Bank[21] = 21;
	  Reg_Bank[22] = 22;
	  Reg_Bank[23] = 23;
	  Reg_Bank[24] = 24;
	  Reg_Bank[25] = 25;
	  Reg_Bank[26] = 26;
	  Reg_Bank[27] = 27;
	  Reg_Bank[28] = 28;
	  Reg_Bank[29] = 29;
	  Reg_Bank[30] = 30;
	  Reg_Bank[31] = 31;
end
wire [31:0] temp , temp1;
assign temp = (reset == 0) ? 32'b0000_0000_0000_0000_0000_0000_0000_0000 : Reg_Bank[ins[19 : 15]];
assign temp1 = (reset == 0) ? 32'b0000_0000_0000_0000_0000_0000_0000_0000 : Reg_Bank[ins[24 : 20]];
always@(posedge clk)
begin
		A <= temp;
		B <= temp1;
		Reg_Bank[rw_wb] <= writedata_wb;
		rw <= rw_temp;
		op_dec <= op_dec_temp;
		imm <= imm_temp;
		immsel <= immsel_temp;
		enloadsize <= enloadsize_temp;
		enbranch <= enbranch_temp;
		seldmresult <= seldmresult_temp;
		dm_en <= dm_en_temp;
		dm_rw <= dm_rw_temp;  
		pc_out <= pc_in;
end
endmodule
```

==> flow_summary.ini <==
; physical design summary
[route]
wl_met3_um = 25400
drtAntennaViolNets = 0
drtIter0Drc = 1739
wirelength_met1_um = 47300
highest_layer = met5
wirelength_um = 149000
wl_per_cell_um = 35.9
routed_via_density = 6.73
drc_errors = 0
wl_met2_um = 71100
dr.pass1.iters = 5
vias = 28000

[status]
outcome = completed

[placement]
numPortBuffers = 222
hpwl_um = 86300
dp_slack_ns = 1.55
gp_congestion = 0.882

[sta]
skew_ns = 0.0229
fin_crit_ns = 3.11
worstMarginPinSlew_ns = 1.07
drv_slew = 0
hold_viol_final = 0
rsz0062_at_grt = false
setup_slack_ns = 2.19
fin_setup_tns_ns = 0
finalCritPeriodShare = 0.587
clock.fmax_mhz = 322
setup_viol = 0
slew_headroom = 0.283

[logic_synthesis]
syn_inst = 2500
edf_count = 1024
postSynthSeqShare = 0.662
ys_seq_elements = 1142
yosysCellCount = 2500
ys_types = 47
ys_warn_count = 1
syn_area_mm2 = 0.0500
async_flop_share = 0
synth-main-ff-cell = edfxtp_1
avgSynthCellArea_um2 = 20.0
ys_area_mm2 = 0.0500

[cts]
cts_setup_buffers = 0
hold_buffers = 0
clockBufferDepth = 3
clk_pin_slew_ns = 0.06
numCtsBuffers = 119
cts_tree = built
cts_sinks = 1142
clock_latency_ns = 0.70
cts_max_level = 3
cts_resized = 0
clockRootBuffer = clkbuf_16

[setup_path]
crit_family = buffers and inverters
crit_fanout = 19
cpPeakStageDelay_ns = 0.79
critical_path_arrival_ns = 3.70
crit_required_ns = 5.89
worstSetupEndpointType = flip-flop
path_buffers = 3
crit_top_cell = buf_4
path_cells = buf_2 > or2_2 > buf_4 > buf_4 > o221ai_1 > a31oi_1
cp-start-kind = input pin
slowest_stage = or2_2
worstSetupPathType = input pin to flip-flop

[power_and_ir_drop]
power_density_mw_per_mm2 = 352
p_leak_nw = 18.7
peakVddDrop_uv = 263

[global_routing]
grt_pass1_wl_um = 216000
grtUsageTotal = 0.337
antenna_found_initial = 2
grt_max_degree = 72
grt_remaining_overflow = 0
grt_pass1_vias = 31500

[flow_run]
log.warning_count = 26
drv_cap = 0

[min_path]
min-delay-path-class = flip-flop to flip-flop

[finish]
layout-drive-gt1-share = 0.330
layout_top_cell = edfxtp_1
lay_top_cells = edfxtp_1 (1024), mux4_2 (448), clkdlybuf4s50_1 (211)
syn2layout_area_growth_pct = 16.5
fillers = 6890

[floorplan]
fp_util = 0.507
die_area_mm2 = 0.101
die_height_um = 318
io_pins = 228
die_w_um = 318
core_mm2 = 0.0987
rows = 115
-- cell families after synthesis --
group | share of synthesized area
other cells | 0.000150
flops | 0.662
xor+xnor | 0.000175
compound gates | 0.0462
mux | 0.256
buf+inv | 0.0231
simple gates | 0.0123
-- flip-flops by register name, indices dropped and copies added (netlist names) --
name / flops
Reg_Bank: 1024
A: 32
imm: 12
pc_out: 32
rw: 5
op_dec: 4
dm_en: 1
B: 32
-- through the flow --
stage                util  hold WS, ns  area, um^2  power, W  cells
floorplan               -        0.702       50000    0.0112   2503
global placement    0.549        0.759       54200    0.0121   3928
detailed placement  0.549        0.767       54200    0.0121   3928
CTS                 0.591        0.758       58300    0.0206   4154
global route        0.591        0.771       58300    0.0211   4154
finish              0.591        0.782       58300    0.0205   4155
-- per-layer routing --
metal  vias up  track usage
li1      11400            -
met1     14300        0.440
met2      2054        0.484
met3       275        0.244
met4         7       0.0848
met5         -       0.0184
-- worst register-to-register path: cells and delay by family, from the launching register on --
kind / cells / cell delay, ns
compound gates: 2 / 0.54
flops: 1 / 0.40
mux: 2 / 0.76
-- path summary, 6_finish.rpt --
| check | startpoint | end | slack (ns) | cells past startpoint |
|---|---|---|---|---|
| setup / recovery | ins[19] | A[11]$_SDFF_PN0_ | 2.19 | 6 |
| hold / removal | Reg_Bank[26][25]$_DFFE_PP_ | B[25]$_SDFF_PN0_ | 0.78 | 4 |
| setup reg to reg | Reg_Bank[5][23]$_DFFE_PP_ | A[23]$_SDFF_PN0_ | 3.39 | 4 |
| hold reg to reg | Reg_Bank[26][25]$_DFFE_PP_ | B[25]$_SDFF_PN0_ | 0.78 | 4 |
-- cell type report --
cell class                      instances  area [um^2]  share of cell area
Timing Repair Buffer                  350         3420              0.0586
Sequential cell                      1142        33100               0.568
Antenna cell                            1         2.50           0.0000429
Tap cell                             1287         1610              0.0276
Inverter                                4         17.5            0.000301
Multi-Input combinational cell       1145        16100               0.276
Clock inverter                         57          739              0.0127
Clock buffer                          169         3330              0.0571
-- report_power, final --
| part | leakage (nW) | internal (W) | total (W) | switching (W) |
|---|---|---|---|---|
| combinational | 6.44 | 0.000795 | 0.00174 | 0.000942 |
| clock | 1.98 | 0.00518 | 0.00862 | 0.00344 |
| sequential | 10.2 | 0.0100 | 0.0102 | 0.000116 |
-- Yosys cell counts (3+ instances only) --
master,number,share of area
a221oi_1,49,0.0086
a22oi_1,64,0.0096
a31oi_1,64,0.0080
and2_1,14,0.0018
buf_2,79,0.0079
buf_4,44,0.0066
buf_6,6,0.0014
clkbuf_1,78,0.0059
dfxtp_1,118,0.047
edfxtp_1,1024,0.61
inv_1,4,0.00030
mux2_2,128,0.029
mux2i_1,128,0.026
mux4_2,448,0.20
nand2_1,33,0.0025
nand2b_1,4,0.00050
nand3b_1,4,0.00060
nor2_1,42,0.0032
nor2b_1,4,0.00050
o2111ai_1,15,0.0026
o21ai_0,48,0.0048
o221ai_1,64,0.011
or2_2,3,0.00038
or3_1,3,0.00038
Power and IR drop assume default switching activity.

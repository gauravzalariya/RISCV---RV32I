--- design.v ---
`timescale 1ns / 1ps
module Writeback(writedata_in,writedata_out,rw_out,rw_in,clk,reset
    );
input [31:0] writedata_in;
output reg [31:0] writedata_out;
output reg [4:0] rw_out;
input [4:0] rw_in;
input clk,reset;
wire [31:0] writedata_out_temp;
assign writedata_out_temp = (reset == 0) ? 32'b0000_0000_0000_0000_0000_0000_0000_0000 : writedata_in;
always@(posedge clk)
begin
	rw_out <= rw_in;
	writedata_out <= writedata_out_temp; 
end
endmodule
--- constraint.sdc ---
current_design Writeback

set clk_period 1.0
set clk_io_pct 0.2

create_clock -name clk0 -period $clk_period [get_ports {clk}]

set non_clock_inputs [all_inputs -no_clocks]
set_input_delay [expr $clk_period * $clk_io_pct] -clock clk0 $non_clock_inputs
set_output_delay [expr $clk_period * $clk_io_pct] -clock clk0 [all_outputs]
--- config.mk ---
export PLATFORM = sky130hd
export DESIGN_NAME = Writeback
export DESIGN_NICKNAME = Writeback
export VERILOG_FILES = /design/flow/design.v
export SDC_FILE = /design/flow/constraint.sdc
export NUM_CORES = 4
export LEC_CHECK = 1
export CORE_AREA = 10 10 108 108
export DIE_AREA = 0 0 118 118
--- run.sh ---
#!/bin/bash
# OpenROAD 26Q1-2900-gdf79404cd8, Yosys 0.63+post, stock flow scripts
make -C /OpenROAD-flow-scripts/flow DESIGN_CONFIG=/design/flow/config.mk WORK_HOME=/design/flow/orfs finish
==> flow_summary_export.csv <==
group,metric,value,unit
cells_and_area,area_growth,85.3,%
critical_path,worstPathArrival,760,ps
critical_path,cp.buffers_inverters,1,
floorplanning,die_h,118,um
drt,dr_total_vias,781,
global_route,largest_net_degree_at_the_start_of_global_routing,24,
synth,syn_area,996,um^2
synth,synth_cell_types,3,
critical_path,critPathLaunch,"writedata_out[2]$_SDFF_PN0_",
critical_path,worstSetupPathType,"reg -> out",
floorplanning,dieArea,13900,um^2
global_route,antenna_found_initial,0,
power_and_ir_drop,finalPower,2.86,mW
critical_path,timing.critical_path.slowest_cell_delay,310,ps
global_route,overflow,0,
sta,period_used_share,95.5,%
global_route,grt_first_pass_wirelength,5.04,mm
sta,fmaxAchievable,1050,MHz
clocking,master_cell_of_the_clock_root_buffer,"sky130_fd_sc_hd__clkbuf_8",
clocking,cts_buffer_depth,2,
synth,post_synth_main_area_contributors,"sky130_fd_sc_hd__dfxtp_1, sky130_fd_sc_hd__and2_2, sky130_fd_sc_hd__clkbuf_2",
drt,postRouteWirelength,3.22,mm
placed_design,numPortBuffers,75,
critical_path,cp_top_family,"flip-flops",
power_and_ir_drop,leakage,0.783,nW
worst_hold_path,hp-start,"rw_in[3]",
drt,routedLengthMet1,1.36,mm
drt,detailedRoute.firstIterationViolations,13,
cells_and_area,drive_gt1_share,55.2,%
run,warnings,25,
sta,timing_worst_slew_pin_value,171,ps
drt,n_antenna_cell,0,
run,cap_violations,0,
floorplanning,floorplan.initialDensity,10.7,%
drt,detailroute.wirelength.met2,1.48,mm
drt,topRoutingLayerUsed,"met4",
critical_path,crit_path_max_fanout,1,
cells_and_area,register_area,758,um^2
clocking,clk_pin_slew_worst_paths,70,ps
global_route,global_route.usage.total,4.57,%
synth,yosys_reported_design_area_after_synthesis,996,um^2
synth,yosysTopAreaCell,"sky130_fd_sc_hd__dfxtp_1",
drt,remaining_drc_errors,0,
clocking,cts_inserted_buffers,5,
cells_and_area,nFillCells,1063,
floorplanning,die_x,118,um
sta,grt_setup_unrepaired,"false",
power_and_ir_drop,p_per_area,1550,nW/um^2
status,status,"complete, no violations",
synth,post_synthesis_cell_count_from_yosys,72,
synth,ys_ff,37,
clocking,clock_sinks,37,
synth,syn_area_per_cell,13.8,um^2
floorplanning,core,9280,um^2
critical_path,critical_path_required,800,ps
drt,number_of_iterations_in_the_first_detailed_routing_pass,2,
clocking,cts_htree_levels,2,
clocking,cts_tree,"built",
placed_design,gp_congestion,0.607,
floorplanning,floorplan.rows,35,
critical_path,sort_of_element_at_the_end_of_the_critical_path,"primary output",
sta,final-setup-viol-count,0,
worst_hold_path,holdCritPathClass,"in -> reg",
cells_and_area,design_area,1850,um^2
floorplanning,pin_count,76,
sta,min_period,955,ps
synth,cells_after_synthesis,72,
cells_and_area,logic_area,240,um^2
cells_and_area,utilization,19.9,%
placed_design,dpl-instance-area,1910,um^2
power_and_ir_drop,ir_worst_vdd,0.407,mV
synth,synthDominantCellAreaShare,74.4,%
critical_path,critPathSlowestCell,"sky130_fd_sc_hd__dfxtp_1",
critical_path,path_cells,"clkdlybuf4s15_1",
sta,worst_slew_margin_rel,88.6,%
sta,hold_viol_final,0,
global_route,first_global_vias,833,
drt,wire_per_inst,11.4,um
drt,detailroute.wirelength.met3,354,um
synth,synth.yosys.warnings,1,
critical_path,timing.critical_path.from_type,"flop",
drt,final_antenna_net_count,0,
drt,routed_via_density,2.76,
clocking,cts_setup_buffers,0,
synth,seq_area_frac_synth,74.4,%
sta,drv_slew,0,
sta,fin_hold_ws,349,ps
[cell type report]
| type | count | area share, % |
|---|---|---|
| flip-flops and latches | 37 | 41.1 |
| repair buffers | 77 | 32.8 |
| multi-input cells | 32 | 13.0 |
| clock buffers | 8 | 4.34 |
| well taps | 129 | 8.75 |
[report_power, final]
group	switching, mW	leakage [nW]	total, mW	internal (mW)
Combinational	0.0609	0.431	0.292	0.231
Sequential	0.0179	0.312	1.58	1.56
Clock	0.497	0.0395	0.992	0.495
Total	0.576	0.783	2.86	2.28
[cells by family after synthesis]
family / count (synthesis) / share of synthesized area (%)
and+or+nand+nor: 32 / 24.1
buffers and inverters: 3 / 1.51
DFF: 37 / 74.4
[path summary, 6_finish.rpt]
| check | end | slack (ps) | cells past startpoint |
|---|---|---|---|
| worst max-delay path | writedata_out[2] | 40 | 1 |
| worst min-delay path | rw_out[3]$_DFF_P_ | 350 | 1 |
[metrics by stage]
| step | worst slack (ps) | TNS [ps] | std cells |
|---|---|---|---|
| floorplan | 405 | 0 | 72 |
| global placement | -124 | -3490 | 275 |
| detailed placement | -146 | -3870 | 275 |
| CTS | 2.60 | 0 | 283 |
| global route | 3.27 | 0 | 283 |
| finish | 44.8 | 0 | 283 |
[cells in the final DEF, fill, tap and decap left out]
| cell | netlist | final |
|---|---|---|
| sky130_fd_sc_hd__clkbuf_8 | 0 | 5 |
| sky130_fd_sc_hd__dfxtp_1 | 37 | 23 |
| sky130_fd_sc_hd__buf_4 | 0 | 2 |
| sky130_fd_sc_hd__clkdlybuf4s15_1 | 0 | 5 |
| sky130_fd_sc_hd__and2_2 | 32 | 32 |
| sky130_fd_sc_hd__clkbuf_1 | 0 | 3 |
| sky130_fd_sc_hd__dfxtp_2 | 0 | 14 |
| sky130_fd_sc_hd__buf_2 | 0 | 8 |
| sky130_fd_sc_hd__clkdlybuf4s50_1 | 0 | 38 |
| sky130_fd_sc_hd__clkbuf_2 | 3 | 24 |
[what timing repair did]
action / 4_1_cts / 5_1_grt
gates resized: 92 / 33
endpoints found under the setup margin: 37 / 24
hold buffers: 0 / 0
[synthesized netlist by cell type]
library cell and count:
sky130_fd_sc_hd__dfxtp_1 37, sky130_fd_sc_hd__and2_2 32, sky130_fd_sc_hd__clkbuf_2 3
[flip-flops by register name, summed over array words and instances (netlist names)]
register and flops:
rw_out 5, writedata_out 32
[routing by layer]
metal,vias up,global-route usage [%]
met1,357,5.52
li1,375,-
met2,46,7.10
met3,3,2.67
met4,0,0.541
met5,-,0
Power figures rest on the tool's default switching activity, not on a simulated workload.

==> design/flow/design.v <==
`timescale 1ns / 1ps
module ALU(A,B,flag_ex,ans_ex,op_dec
    );
input [31:0] A,B;
input [3:0] op_dec;
output [2:0] flag_ex;
output [31:0] ans_ex;
wire [31:0] ans_temp1,ans_temp2,ans_temp3,ans_temp4,ans_temp5,ans_temp6,ans_temp7,ans_temp8,ans_temp9;
wire [2:0] flag_ex1,flag_ex2,flag_ex3,flag_ex4,flag_ex5,flag_ex6,flag_ex7,flag_ex8,flag_ex9;
wire carry_add_temp;
wire carry_sub_temp;
wire previous_carry_add;
wire previous_carry_sub;
assign {previous_carry_add,ans_temp1[30:0]} =( A[30:0] + B[30:0]);
assign {carry_add_temp,ans_temp1[31]} = (A[31] + B[31] + previous_carry_add);
assign flag_ex1[2] =   previous_carry_add ^ carry_add_temp;
assign flag_ex1[0] =  (flag_ex1[2]&carry_add_temp) + ((~flag_ex1[2])&ans_temp1[31]);
assign flag_ex1[1] =  (ans_temp1 == 32'b0000_0000_0000_0000_0000_0000_0000_0000) ? 1'b1 : 1'b0;
wire [31 : 0] comp_B = (~B) + 1'b1;
assign {previous_carry_sub,ans_temp2[30:0]} =( A[30:0] + comp_B[30:0]);
assign {carry_sub_temp,ans_temp2[31]} = (A[31] + comp_B[31] + previous_carry_sub);
assign flag_ex2[2] = previous_carry_sub ^ carry_sub_temp;
assign flag_ex2[1] =  (ans_temp2 == 32'b0000_0000_0000_0000_0000_0000_0000_0000) ? 1'b1 : 1'b0;
assign flag_ex2[0] =  (flag_ex2[2]&carry_sub_temp) + ((~flag_ex2[2])&ans_temp2[31]);
assign ans_temp3 = (flag_ex2[2]==1'b1)?(32'b0000_0000_0000_0000_0000_0000_0000_0001):(32'b0000_0000_0000_0000_0000_0000_0000_0000);
assign flag_ex3[2] = 1'b0;
assign flag_ex3[1] =  (ans_temp3 == 32'b0000_0000_0000_0000_0000_0000_0000_0000) ? 1'b1 : 1'b0;
assign flag_ex3[0] =  1'b0;
assign ans_temp4 = A & B;
assign flag_ex4[0] = 1'b0;
assign flag_ex4[2] = 1'b0;
assign flag_ex4[1] = (ans_temp4 == 32'b0000_0000_0000_0000_0000_0000_0000_0000) ? 1'b1 : 1'b0;
assign ans_temp5 = A | B;
assign flag_ex5[0] = 1'b0;
assign flag_ex5[2] = 1'b0;
assign flag_ex5[1] = (ans_temp5 == 32'b0000_0000_0000_0000_0000_0000_0000_0000) ? 1'b1 : 1'b0;
assign ans_temp6 = A ^ B;
assign flag_ex6[0] = 1'b0;
assign flag_ex6[2] = 1'b0;
assign flag_ex6[1] = (ans_temp6 == 32'b0000_0000_0000_0000_0000_0000_0000_0000) ? 1'b1 : 1'b0;
assign ans_temp7 = A<<B;
assign flag_ex7[0] = 1'b0;
assign flag_ex7[2] = 1'b0;
assign flag_ex7[1] = (ans_temp7 == 32'b0000_0000_0000_0000_0000_0000_0000_0000) ? 1'b1 : 1'b0;
assign ans_temp8 = A>>B;
assign flag_ex8[0] = 1'b0;
assign flag_ex8[2] = 1'b0;
assign flag_ex8[1] = (ans_temp8 == 32'b0000_0000_0000_0000_0000_0000_0000_0000) ? 1'b1 : 1'b0;
assign ans_temp9 = $signed(A)>>>B;
assign flag_ex9[0] = 1'b0;
assign flag_ex9[2] = 1'b0;
assign flag_ex9[1] = (ans_temp9 == 32'b0000_0000_0000_0000_0000_0000_0000_0000) ? 1'b1 : 1'b0;
assign ans_ex = ((op_dec==4'b0000) ? ans_temp1 : (((op_dec==4'b0001) ? ans_temp2 : (((op_dec==4'b0010) ? ans_temp3 : (((op_dec==4'b0011) ? ans_temp4 : (((op_dec==4'b0100) ? ans_temp5 : (((op_dec==4'b0101) ? ans_temp6 : (((op_dec==4'b0110) ? ans_temp7 : (((op_dec==4'b0111) ? ans_temp8 :  ans_temp9)))))))))))))));
assign flag_ex = ((op_dec==4'b0000) ? flag_ex1 : (((op_dec==4'b0001) ? flag_ex2 : (((op_dec==4'b0010) ? flag_ex3 : (((op_dec==4'b0011) ? flag_ex4 : (((op_dec==4'b0100) ? flag_ex5 : (((op_dec==4'b0101) ? flag_ex6 : (((op_dec==4'b0110) ? flag_ex7 : (((op_dec==4'b0111) ? flag_ex8 :  flag_ex9)))))))))))))));
endmodule
`timescale 1ns / 1ps
module ExecutionBlock(op_dec,A,B,imm,reset,clk,flag_ex,ans_ex,B_Bypass,pcsrc,immsel,enloadsize,enbranch,bjumppc,pc,seldmresult_in,dm_en_in,dm_rw_in,rw_in,seldmresult_out,dm_en_out,dm_rw_out,rw_out
    );
input [31:0] A,B;
input [3:0] op_dec;
input [11:0] imm;
input reset,clk;
output reg [2:0] flag_ex;
output reg [31:0] ans_ex;
output reg [31:0] B_Bypass;
output pcsrc;
input immsel;
input [1:0] enloadsize;
input [1:0] enbranch;
output [31:0] bjumppc;
input [31:0] pc;
output reg seldmresult_out;
output reg dm_en_out;
output reg dm_rw_out;  
output reg [4:0] rw_out;
input seldmresult_in,dm_en_in,dm_rw_in;
input [4:0] rw_in;
wire [2:0] flag_ex_temp;
wire [31:0] ans_ex_temp;
wire [31:0] ALUBin;
assign ALUBin = (immsel == 1'b1) ? {{20{imm[11]}},imm} : B ;
ALU inst1(A,ALUBin,flag_ex_temp,ans_ex_temp,op_dec);
wire [31:0] B_Bypass_temp;
assign B_Bypass_temp = (enloadsize[1] == 1'b1) ? B :((enloadsize[0] == 1'b1)? {16'b0000000000000000,B[15:0]} : {24'b000000000000000000000000,B[7:0]});
assign pcsrc = enbranch[1]&(enbranch[0]^flag_ex_temp[1]);
assign bjumppc = pc + {imm,1'b0}; 
wire [31:0] B_Bypass_tempr;
wire [2:0] flag_ex_tempr;
wire [31:0] ans_ex_tempr;
assign B_Bypass_tempr = (reset == 1'b0)? 32'b0000_0000_0000_0000_0000_0000_0000_0000 : B_Bypass_temp ;
assign ans_ex_tempr = (reset == 1'b0) ? 32'b0000_0000_0000_0000_0000_0000_0000_0000 : ans_ex_temp;
assign flag_ex_tempr = (reset == 1'b0) ? 3'b000 : flag_ex_temp;
always@(posedge clk)
begin
	ans_ex <= ans_ex_tempr;
	flag_ex <= flag_ex_tempr;
   B_Bypass <= B_Bypass_tempr;	  
	seldmresult_out <= seldmresult_in;
	dm_en_out <= dm_en_in;
	dm_rw_out <= dm_rw_in;  
	rw_out <= rw_in;
end
endmodule
==> design/flow/run.sh <==
#!/bin/bash
# OpenROAD 26Q1-2900-gdf79404cd8, Yosys 0.63+post, stock flow scripts
make -C /OpenROAD-flow-scripts/flow DESIGN_CONFIG=/design/flow/config.mk WORK_HOME=/design/flow/orfs finish
==> design/flow/config.mk <==
export PLATFORM = sky130hd
export DESIGN_NAME = ExecutionBlock
export DESIGN_NICKNAME = ExecutionBlock
export VERILOG_FILES = /design/flow/design.v
export SDC_FILE = /design/flow/constraint.sdc
export NUM_CORES = 4
export LEC_CHECK = 1
export CORE_UTILIZATION = 30
==> design/flow/constraint.sdc <==
current_design ExecutionBlock

set clk_period 18.9
set clk_io_pct 0.2

create_clock -name clk0 -period $clk_period [get_ports {clk}]

set non_clock_inputs [all_inputs -no_clocks]
set_input_delay [expr $clk_period * $clk_io_pct] -clock clk0 $non_clock_inputs
set_output_delay [expr $clk_period * $clk_io_pct] -clock clk0 [all_outputs]
==> run notes <==
* **total routing usage reported by global routing** 35.1%
* **simple share** 23.5%
* **first-pass GRT wire length** 127 mm
* **std cell rows** 81
* **final number of setup-violating endpoints** 0
* **count of unresolved DRC violations after routing** 0
* **slowest cell on the critical path** sky130_fd_sc_hd__nor4_1
* **unrepaired setup endpoints after global routing** no
* **Synth warnings** 1
* **share of the synthesized area in the top cell type** 9.93%
* **number of hold-repair buffers added at the cts stage** 0
* **library cell occupying the most area in the post-synthesis netlist** sky130_fd_sc_hd__dfxtp_1
* **total tool warning count** 59
* **CTS tree** yes
* **Top FF cell, synth** sky130_fd_sc_hd__dfxtp_1
* **async set-reset flop share out of synthesis** 0%
* **Crit path arrival time** 12990 ps
* **DPL Wire Length** 69.9 mm
* **ports placed on the boundary** 235
* **largest net degree at the start of global routing** 58
* **Design Power** 1.01 mW
* **synthesis-to-finish area growth** 22.5%
* **Max Transition Viols Final** 0
* **total cells reported by yosys after synthesis** 2078
* **CTS Root Buffer Type** sky130_fd_sc_hd__clkbuf_16
* **synthesized-area fraction occupied by ao, oa, aoi and oai cells** 31.1%
* **CORE AREA** 49400 um^2
* **total inserted antenna cells** 0
* **critical path capture point type** output port
* **Synth Area per Inst** 7.27 um^2
* **cell with the most instances after synthesis** sky130_fd_sc_hd__nand2_1
* **worst slew margin relative to its limit** 29.4%
* **run status** finished clean
* **number of fill cells** 5197
* **post-layout min period** 16770 ps
* **largest driver fanout on the critical path** 52
* **chip area in the Yosys report** 15100 um^2
* **count of port buffers added during placement** 232
* **clk sinks** 75
* **vias per inst** 6.33
* **synthesized netlist cell count** 2078
* **average routed wire per standard cell** 30.3 um
* **required time worst endpoint** 15120 ps
* **Finished Core Util** 37.5%
* **PD cells** 54.3 nW/um^2
* **Iteration-0 DRC Markers** 2214
* **post-CTS setup buffer count** 0
* **top achievable clock speed** 59.6 MHz
* **sequential element share of the synthesized area** 9.93%
* **count of different cell masters after synthesis** 111
* **wire length reported by the detailed router** 88.9 mm
* **antenna violations before repair** 3
* **Fin Setup TNS** 0 ps
* **maximum vdd ir drop** 0.0434 mV
* **remaining global-route overflow** 0
* **mux frac, synth** 12.6%
* **kind of start point of the critical path** input pin
* **placer congestion estimate** 1.08
* **main area contributors after synthesis** sky130_fd_sc_hd__dfxtp_1, sky130_fd_sc_hd__ha_1, sky130_fd_sc_hd__mux4_2
* **DIE WIDTH** 226 um
* **detailed-routing iteration count for the pre-antenna-repair pass** 6
* **beginning of the critical path** immsel
* **ANT nets after route** 0
* **CTS buffer count** 9
* **Die H** 226 um
* **H-Tree Depth** 3
* **Adder Share, Synth** 9.79%
* **standard cell area after detailed placement** 18200 um^2
* **clock input transition at the sequential cells of the worst setup and hold paths** 60 ps
* **routed vias** 18600
* **critical path endpoint** pcsrc
* **slowest cell delay on critical path** 750 ps
* **share of the cycle needed by the critical path after routing** 88.7%
* **number of global-route vias before repair** 17600
* **floorplan die area** 51300 um^2
* **largest family of logic cells by area** AND-OR/OR-AND gates
* **number of gates resized after cts** 0
* **path class of the lowest-slack min-delay path** input pin to register
* **starting density of the core** 30.6%
* **synthesized area** 15100 um^2
* **xor/xnor share of the synthesized area** 5.91%
* **most frequent cells after synthesis** sky130_fd_sc_hd__nand2_1, sky130_fd_sc_hd__nor2_1, sky130_fd_sc_hd__a21oi_1, sky130_fd_sc_hd__o21ai_0, sky130_fd_sc_hd__ha_1
* **flip-flops with a built-in enable** 0
* **Hold Fails Final Rpt** 0
* **pin slew with the least headroom to its limit** 1060 ps
* **leak pwr** 7.19 nW
* **buffer depth of the longest clock path** 2
* **Setup Crit Path Kind** input pin to output port
* **number of synthesized register bits** 75
* **share of layout cells above drive strength 1** 8.82%
* **number of violations of the max-capacitance limit** 0
* **cell area after layout** 18500 um^2
[final cells by class]
cell class	count	area [um^2]	area share, %
inverters	98	373	2.01
multi-input cells	1765	12600	67.9
repair buffers	313	2920	15.8
well taps	664	831	4.49
clock buffers	12	246	1.33
clock inverters	4	73.8	0.399
flip-flops and latches	75	1500	8.11
[metrics by stage]
stage,setup WS [ps],hold slack (ps),cells
6_report,2130,3840,2931
4_1_cts,2240,3810,2931
3_5_place_dp,2250,4230,2915
2_1_floorplan,4710,3810,2078
3_3_place_gp,2380,4230,2915
5_1_grt,1550,3820,2931
[registers in the layout (all words and copies together) (netlist names)]
signal	flops
B_Bypass	32
ans_ex	32
dm_en_out	1
dm_rw_out	1
flag_ex	3
rw_out	5
seldmresult_out	1
[cells in the final DEF, fill, tap and decap left out, types with 12 or more instances in the layout]
| master | Yosys | routed |
|---|---|---|
| sky130_fd_sc_hd__a211oi_1 | 40 | 40 |
| sky130_fd_sc_hd__a21boi_0 | 12 | 12 |
| sky130_fd_sc_hd__a21o_1 | 29 | 29 |
| sky130_fd_sc_hd__a21oi_1 | 175 | 175 |
| sky130_fd_sc_hd__a221oi_1 | 17 | 17 |
| sky130_fd_sc_hd__a22oi_1 | 14 | 14 |
| sky130_fd_sc_hd__a311oi_1 | 18 | 18 |
| sky130_fd_sc_hd__a31oi_1 | 36 | 36 |
| sky130_fd_sc_hd__a32oi_1 | 12 | 12 |
| sky130_fd_sc_hd__and2_1 | 26 | 26 |
| sky130_fd_sc_hd__and3_1 | 35 | 35 |
| sky130_fd_sc_hd__buf_4 | 7 | 82 |
| sky130_fd_sc_hd__clkdlybuf4s50_1 | 0 | 230 |
| sky130_fd_sc_hd__dfxtp_1 | 75 | 75 |
| sky130_fd_sc_hd__ha_1 | 107 | 107 |
| sky130_fd_sc_hd__inv_1 | 90 | 90 |
| sky130_fd_sc_hd__mux2i_1 | 86 | 85 |
| sky130_fd_sc_hd__mux4_2 | 42 | 42 |
| sky130_fd_sc_hd__nand2_1 | 195 | 195 |
| sky130_fd_sc_hd__nand3_1 | 81 | 81 |
| sky130_fd_sc_hd__nand4_1 | 31 | 31 |
| sky130_fd_sc_hd__nor2_1 | 185 | 185 |
| sky130_fd_sc_hd__nor3_1 | 64 | 63 |
| sky130_fd_sc_hd__nor4_1 | 27 | 27 |
| sky130_fd_sc_hd__o211ai_1 | 45 | 45 |
| sky130_fd_sc_hd__o21a_1 | 22 | 22 |
| sky130_fd_sc_hd__o21ai_0 | 124 | 124 |
| sky130_fd_sc_hd__o22ai_1 | 16 | 16 |
| sky130_fd_sc_hd__xnor2_1 | 67 | 67 |
| sky130_fd_sc_hd__xor2_1 | 35 | 35 |
[critical path: cells and delay by family]
family,cells,cell delay (ps)
AND-OR/OR-AND,8,1930
XOR/XNOR,1,170
adder cells (fa/ha/maj),2,910
buffers and inverters,6,2080
multiplexers,1,320
AND/OR/NAND/NOR,11,3700
[worst min path at each step]
stage,from,to,slack (ps),depth (start not counted)
final,dm_en_in,dm_en_out,3840,1
after global routing,dm_en_in,dm_en_out,3820,1
after CTS,dm_en_in,dm_en_out,3810,1
[metal layers]
layer	share of wire [%]	track usage [%]	routed length, um	vias to the layer above
met1	42	50.1	37400	8777
met4	4.5	12.3	4020	4
li1	-	-	-	8207
met2	41	49.6	36200	1372
met3	13	11.4	11200	205
met5	0.12	1.56	110	-
[power breakdown]
part	leakage, nW	internal (mW)	switching, mW
sequential	0.622	0.170	0.00297
clock	0.157	0.119	0.0709
combinational	6.41	0.235	0.408
total	7.19	0.524	0.482
[kinds of logic (layout without fill, tap and decap cells)]
kind of cell	Yosys count	after routing
compound gates	691	691
buf+inv	238	427
mux	134	134
simple gates	724	724
fa+ha+maj	114	114
flops	75	75
xor+xnor	102	102
Power is estimated from default activity; no workload was simulated.
